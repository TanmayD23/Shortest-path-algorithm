## /design/flow/design.v

```verilog
`timescale 1ps/1ps
module debouncer(in,io_sel,tk_inp,start,reset,clk);
 input [3:0]in;
 input clk;
 output reg io_sel,tk_inp,start,reset;
 always@(posedge clk)
 begin
     io_sel<=in[0];
     tk_inp<=in[1];
     start<=in[2];
     reset<=in[3];
 end
endmodule
module comparator(pts,io_sel,tk_inp,led,start,clk,out,reset);
 input clk,start,reset;
 output reg [2:0]out;
 input [2:0]pts;
 input io_sel,tk_inp;
 output reg led;
 reg stop,op;
 reg [2:0]p_state;
 reg [2:0]i_state,f_state;
 reg [2:0]n_state[7:0];
 reg [2:0]prev_st[7:0];
 reg [5:0]dist0[7:0];
 reg [5:0]dist1[7:0];
 reg [5:0]dist2[7:0];
 reg [5:0]dist3[7:0];
 reg [5:0]dist4[7:0];
 reg [5:0]dist5[7:0];
 reg [5:0]dist6[7:0];
 reg [5:0]dist7[7:0];
 reg [5:0]dt[7:0];
 reg [2:0]path[7:0];
 reg [3:0]a,count,cnt,ct;
 reg [2:0]ctr;
  always@(posedge tk_inp)
 begin
     if(io_sel==1'b0)
       i_state=pts;
     else if(io_sel==1'b1)
       f_state=pts;
 end
 always@(posedge clk)
 begin
     dist0[0]<=6'd0; dist0[1]<=6'd1; dist0[2]<=6'd2; dist0[3]<=6'd5; dist0[4]<=6'd20; dist0[5]<=6'd20; dist0[6]<=6'd20; dist0[7]<=6'd20;
     dist1[0]<=6'd1; dist1[1]<=6'd0; dist1[2]<=6'd20; dist1[3]<=6'd20; dist1[4]<=6'd4; dist1[5]<=6'd11; dist1[6]<=6'd20; dist1[7]<=6'd20;
     dist2[0]<=6'd2; dist2[1]<=6'd20; dist2[2]<=6'd0; dist2[3]<=6'd20; dist2[4]<=6'd9; dist2[5]<=6'd5; dist2[6]<=6'd16; dist2[7]<=6'd20;
     dist3[0]<=6'd5; dist3[1]<=6'd20; dist3[2]<=6'd20; dist3[3]<=6'd0; dist3[4]<=6'd20; dist3[5]<=6'd20; dist3[6]<=6'd2; dist3[7]<=6'd20;
     dist4[0]<=6'd20; dist4[1]<=6'd4; dist4[2]<=6'd9; dist4[3]<=6'd20; dist4[4]<=6'd0; dist4[5]<=6'd20; dist4[6]<=6'd20;dist4[7]<=6'd18;
     dist5[0]<=6'd20; dist5[1]<=6'd11; dist5[2]<=6'd5; dist5[3]<=6'd20; dist5[4]<=6'd20; dist5[5]<=6'd0; dist5[6]<=6'd20; dist5[7]<=6'd13;
     dist6[0]<=6'd20; dist6[1]<=6'd20; dist6[2]<=6'd16; dist6[3]<=6'd2;dist6[4]<=6'd20; dist6[5]<=6'd20; dist6[6]<=6'd0; dist6[7]<=6'd2;
     dist7[0]<=6'd20; dist7[1]<=6'd20; dist7[2]<=6'd20; dist7[3]<=6'd20; dist7[4]<=6'd18; dist7[5]<=6'd13; dist7[6]<=6'd2; dist7[7]<=6'd0;
     n_state[0]<=3'd0; n_state[1]<=3'd1; n_state[2]<=3'd2; n_state[3]<=3'd3; n_state[4]<=3'd4; n_state[5]<=3'd5; n_state[6]<=3'd6; n_state[7]<=3'd7;
 end
 always@(posedge clk)
 begin
     if(reset==1'b1)
     begin
         cnt<=4'd1;
         a<=4'd0;
         ctr<=2'd1;
         count<=4'd0;
         prev_st[0]<=i_state;
         dt[0]<=6'd20;dt[1]<=6'd20;dt[2]<=6'd20;dt[3]<=6'd20;dt[4]<=6'd20;dt[5]<=6'd20;dt[6]<=6'd20;dt[7]<=6'd20;
         p_state<=i_state;
         stop<=1'b0;
         led<=1'b0;
         dt[p_state]<=6'd0;
         path[0]<=f_state;
         op<=1'b0;
     end 
     if(cnt==4'd8)
     begin
         op<=1'b1;
         cnt<=4'd1;
         a<=4'd0;
         count<=4'd0;
         p_state<=f_state;
     end
     if(stop==1'b0 && reset==1'b0)
     begin
         case(p_state)
             3'd0 : begin
                 if(a<4'd8)
                 begin
                     if(count<cnt+1)
                     begin
                         if(n_state[a]!=prev_st[count] && op==1'b0)
                         begin
                             if(dt[a]>(dist0[a]+dt[0]))
                             begin
                                 dt[a]<=dist0[a]+dt[0];
                             end                            
                         end
                         else if(op==1'b1 && n_state[a]!=path[count])
                         begin
                             if((dt[0]-dt[a])==dist0[a])
                             begin                               
                                 p_state<=n_state[a];
                                 path[cnt]<=n_state[a];
                                 if(n_state[a]==i_state)begin stop<=1'b1; end
                             end
                         end
                         count<=count+1;
                     end
                     else if(count==cnt+1)
                     begin
                         count<=0;
                         a<=a+1;
                     end
                 end
                 else if(a==4'd8)
                 begin
                     a<=0;
                     cnt<=cnt+1;
                     if(op==1'b0)
                     begin
                         prev_st[cnt]<=p_state;
                         p_state<=3'd1;
                     end
                 end
             end
             3'd1 : begin
                 if(a<4'd8)
                 begin
                     if(count<cnt+1)
                     begin                        
                         if(n_state[a]!=prev_st[count] && op==1'b0)
                         begin
                             if(dt[a]>dist1[a]+dt[1])
                             begin
                                 dt[a]<=dist1[a]+dt[1];
                             end                            
                         end
                         else if(op==1'b1 && n_state[a]!=path[count])
                         begin
                             if((dt[1]-dt[a])==dist1[a])
                             begin                                 
                                 p_state<=n_state[a];
                                 path[cnt]<=n_state[a];
                                 if(n_state[a]==i_state)begin stop<=1'b1; end
                             end
                         end
                         count<=count+1;
                     end
                     else if(count==cnt+1)
                     begin
                         count<=0;
                         a<=a+1;
                     end
                 end
                 else if(a==4'd8)
                 begin
                     a<=0;
                     cnt<=cnt+1;
                     if(op==1'b0)
                     begin
                         prev_st[cnt]<=p_state;
                         p_state<=3'd2;
                     end
                 end
             end
             3'd2 : begin
                 if(a<4'd8)
                 begin
                     if(count<cnt+1)
                     begin
                         if(n_state[a]!=prev_st[count] && op==1'b0)
                         begin
                             if(dt[a]>dist2[a]+dt[2])
                             begin
                                 dt[a]<=dist2[a]+dt[2];
                             end                            
                         end
                         else if(op==1'b1 && n_state[a]!=path[count])
                         begin
                             if((dt[2]-dt[a])==dist2[a])
                             begin                              
                                 p_state<=n_state[a];
                                 path[cnt]<=n_state[a];
                                 if(n_state[a]==i_state)begin stop<=1'b1; end
                             end
                         end
                         count<=count+1;
                     end
                     else if(count==cnt+1)
                     begin
                         count<=0;
                         a<=a+1;
                     end
                 end
                 else if(a==4'd8)
                 begin
                     a<=0;
                     cnt<=cnt+1;
                     if(op==1'b0)
                     begin
                         prev_st[cnt]<=p_state;
                         p_state<=3'd3;
                     end
                 end
             end
             3'd3 : begin
                 if(a<4'd8)
                 begin
                     if(count<cnt+1)
                     begin
                         if(n_state[a]!=prev_st[count] && op==1'b0)
                         begin
                             if(dt[a]>dist3[a]+dt[3])
                             begin
                                 dt[a]<=dist3[a]+dt[3];
                             end                            
                         end
                         else if(op==1'b1 && n_state[a]!=path[count])
                         begin
                             if((dt[3]-dt[a])==dist3[a])
                             begin                                
                                 p_state<=n_state[a];
                                 path[cnt]<=n_state[a];
                                 if(n_state[a]==i_state)begin stop<=1'b1; end
                             end
                         end
                         count<=count+1;
                     end
                     else if(count==cnt+1)
                     begin
                         count<=0;
                         a<=a+1;
                     end
                 end
                 else if(a==4'd8)
                 begin
                     a<=0;
                     cnt<=cnt+1;
                     if(op==1'b0)
                     begin
                         prev_st[cnt]<=p_state;
                         p_state<=3'd4;
                     end
                 end
             end
             3'd4 : begin
                if(a<4'd8)
                 begin
                     if(count<cnt+1)
                     begin
                         if(n_state[a]!=prev_st[count] && op==1'b0)
                         begin
                             if(dt[a]>dist4[a]+dt[4])
                             begin
                                 dt[a]<=dist4[a]+dt[4];
                             end                            
                         end
                         else if(op==1'b1 && n_state[a]!=path[count])
                         begin
                             if((dt[4]-dt[a])==dist4[a])
                             begin                                
                                 p_state<=n_state[a];
                                 path[cnt]<=n_state[a];
                                 if(n_state[a]==i_state)begin stop<=1'b1; end
                             end
                         end
                         count<=count+1;
                     end
                     else if(count==cnt+1)
                     begin
                         count<=0;
                         a<=a+1;
                     end
                 end
                 else if(a==4'd8)
                 begin
                     a<=0;
                     cnt<=cnt+1;
                     if(op==1'b0)
                     begin
                         prev_st[cnt]<=p_state;
                         p_state<=3'd5;
                     end
                 end
             end
             3'd5 : begin
                 if(a<4'd8)
                 begin
                     if(count<cnt+1)
                     begin
                         if(n_state[a]!=prev_st[count] && op==1'b0)
                         begin
                             if(dt[a]>dist5[a]+dt[5])
                             begin
                                 dt[a]<=dist5[a]+dt[5];
                             end                            
                         end
                         else if(op==1'b1 && n_state[a]!=path[count])
                         begin
                             if((dt[5]-dt[a])==dist5[a])
                             begin
                                 p_state<=n_state[a];
                                 path[cnt]<=n_state[a];                         
                                 if(n_state[a]==i_state)begin stop<=1'b1; end
                             end
                         end
                         count<=count+1;
                     end
                     else if(count==cnt+1)
                     begin
                         count<=0;
                         a<=a+1;
                     end
                 end
                 else if(a==4'd8)
                 begin
                     a<=0;
                     cnt<=cnt+1;
                     if(op==1'b0)
                     begin
                         prev_st[cnt]<=p_state;
                         p_state<=3'd6;
                     end
                 end
             end
             3'd6 : begin
                 if(a<4'd8)
                 begin
                     if(count<cnt+1)
                     begin
                         if(n_state[a]!=prev_st[count] && op==1'b0)
                         begin
                             if(dt[a]>dist6[a]+dt[6])
                             begin
                                 dt[a]<=dist6[a]+dt[6];
                             end                            
                         end
                         else if(op==1'b1 && n_state[a]!=path[count])
                         begin
                             if((dt[6]-dt[a])==dist6[a])
                             begin
                                 p_state<=n_state[a];
                                 path[cnt]<=n_state[a];                             
                                 if(n_state[a]==i_state)begin stop<=1'b1; end
                             end
                         end
                         count<=count+1;
                     end
                     else if(count==cnt+1)
                     begin
                         count<=0;
                         a<=a+1;
                     end
                 end
                 else if(a==4'd8)
                 begin
                     a<=0;
                     cnt<=cnt+1;
                     if(op==1'b0)
                     begin
                         prev_st[cnt]<=p_state;
                         p_state<=3'd7;
                     end
                 end
             end
             3'd7 : begin
                 if(a<4'd8)
                 begin
                     if(count<cnt+1)
                     begin
                         if(n_state[a]!=prev_st[count] && op==1'b0)
                         begin
                             if(dt[a]>dist7[a]+dt[7])
                             begin
                                 dt[a]<=dist7[a]+dt[7];
                             end                            
                         end
                         else if(op==1'b1 && n_state[a]!=path[count])
                         begin
                             if((dt[7]-dt[a])==dist7[a])
                             begin
                                 p_state<=n_state[a];
                                 path[cnt]<=n_state[a];
                                 if(n_state[a]==i_state)begin stop<=1'b1; end
                             end
                         end
                         count<=count+1;
                     end
                     else if(count==cnt+1)
                     begin
                         count<=0;
                         a<=a+1;
                     end
                 end
                 else if(a==4'd8)
                 begin
                     a<=0;
                     cnt<=cnt+1;
                     if(op==1'b0)
                     begin
                         prev_st[cnt]<=p_state;
                         p_state<=3'd0;
                     end
                 end
             end
         endcase
     end
     else if(stop==1'b1 && reset==1'b0)
     begin
         if(ctr==2'd1) begin ctr<=ctr+1; led<=1'b1; end
         if(ctr==2'd2 && start==1'b1)
         begin
            ctr<=2'd0;
         end
     end
 end
 always@(posedge start)
 begin
     if(ctr==2'd2) begin ct=0; end
     if(ct<cnt+4'd1)
     begin
         out<=path[ct];
     end
     ct=ct+1;
 end
endmodule
module Top(pts,led,out,clk,IN);
 input [2:0]pts;
 input [3:0]IN;
 input clk;
 output led;
 output [2:0]out;
 debouncer D1(IN,io_sel,tk_inp,start,reset,clk);
 comparator c1(pts,io_sel,tk_inp,led,start,clk,out,reset);
endmodule
```

## /design/flow/run.sh

```bash
#!/bin/bash
# OpenROAD 26Q1-2900-gdf79404cd8, Yosys 0.63+post, stock flow scripts
make -C /OpenROAD-flow-scripts/flow DESIGN_CONFIG=/design/flow/config.mk WORK_HOME=/design/flow/orfs finish
```

## /design/flow/config.mk

```make
export PLATFORM = sky130hd
export DESIGN_NAME = Top
export DESIGN_NICKNAME = Top
export VERILOG_FILES = /design/flow/design.v
export SDC_FILE = /design/flow/constraint.sdc
export NUM_CORES = 4
export LEC_CHECK = 1
export CORE_UTILIZATION = 50
```

## /design/flow/constraint.sdc

```tcl
current_design Top

set clk_period 10.7
set clk_io_pct 0.2

create_clock -name clk0 -period $clk_period [get_ports {clk}]

set non_clock_inputs [all_inputs -no_clocks]
set_input_delay [expr $clk_period * $clk_io_pct] -clock clk0 $non_clock_inputs
set_output_delay [expr $clk_period * $clk_io_pct] -clock clk0 [all_outputs]
```

==> impl_metrics.py <==
# Auto-generated metrics
metrics = {
    "clock_network": {
        "tritoncts.num_buffers": 17,
        "root_cell_of_the_clock_tree": "sky130_fd_sc_hd__clkbuf_16",
        "cts_tree": "yes",
        "cts_setup_buffers": 0,
        "cts_buffer_depth": 2,
        "clk_pin_slew_worst_paths_ps": 60,
        "clock_tree.htree_level_count": 4,
        "ctsResizeCount": 0,
        "insertion_delay_ps": 420,
        "post_cts_hold_buffer_count": 0,
    },
    "place": {
        "gp_congestion": 0.987,
        "io_buffer_count": 11,
        "dpl_cell_area_mm2": 0.0127,
        "placed_cells_incl_taps": 1599,
        "post-dp-hpwl_um": 29400,
    },
    "job": {
        "tool_warnings": 35,
        "cap_viol_max_count": 0,
    },
    "setup_path": {
        "crit_path_top_delay_cell": "sky130_fd_sc_hd__nor3_1",
        "worst_path_dominant_cell_family": "simple AND/OR/NAND/NOR gates",
        "worstPathCellList": "buf_4 -> inv_1 -> ha_1 -> nor3_2 -> inv_1 -> nor3_1 -> ha_1 -> a21o_1 -> a21oi_1 -> o21bai_1 -> a21oi_1 -> xnor2_1 -> inv_1 -> ha_1 -> nand4_1 -> nor2_1 -> a211oi_1 -> or2_2 -> o41ai_4 -> nor2_1 -> a21oi_1 -> nand2_1",
        "cp-start-kind": "register",
        "critical_path_arrival_ps": 7250,
        "path_buffers": 4,
        "critical_path.max_stage_delay_ps": 620,
        "path_max_fanout": 28,
        "critical_path_sink_type": "register",
        "crit_required_ps": 10810,
        "setup.worst_path.class": "reg2reg",
    },
    "yosys": {
        "ys_dominant_reg_cell": "sky130_fd_sc_hd__edfxtp_1",
        "asr_flop_ratio_synth": 0,
        "synth_area_mm2": 0.0123,
        "netlist.area_leader.share": 0.257,
        "seq_area_frac_synth": 0.304,
        "ys_area_mm2": 0.0123,
        "commonest_cells_post_synth": "146 x sky130_fd_sc_hd__ha_1, 105 x sky130_fd_sc_hd__edfxtp_1, 105 x sky130_fd_sc_hd__nor2_1, 102 x sky130_fd_sc_hd__nand2_1, 90 x sky130_fd_sc_hd__inv_1",
        "synth.largest_area_cell": "sky130_fd_sc_hd__edfxtp_1",
        "yosys_cells": 1296,
        "avgSynthCellArea_um2": 9.47,
        "edf_count": 105,
        "synthMostInstantiatedCell": "sky130_fd_sc_hd__ha_1",
        "post_synth_num_cell_types": 89,
        "ys.flops": 134,
        "ys.warnings.count": 15,
        "synth.top_cells.by_area": "sky130_fd_sc_hd__edfxtp_1 26%, sky130_fd_sc_hd__ha_1 15%, sky130_fd_sc_hd__dfxtp_1 4.7%, sky130_fd_sc_hd__xnor2_1 4.4%, sky130_fd_sc_hd__mux4_2 3.7%",
        "syn_inst_count": 1296,
    },
    "global_route": {
        "first_global_vias": 9412,
        "wire_length_of_the_first_global_routing_pass_um": 56500,
        "grt_max_degree": 29,
        "grt_usage": 0.326,
        "antenna_found_initial": 1,
        "grt_overflow": 0,
    },
    "detailed_routing": {
        "vias": 9983,
        "drt-initial-drc-count": 718,
        "post-route-drc-count": 0,
        "antenna_violating_nets_post_route": 0,
        "detail_route.wl_per_cell_um": 22.9,
        "route.final.wire_length_um": 37300,
        "vias_per_cell": 6.12,
        "drt_first_pass_iters": 6,
    },
    "floorplanning": {
        "die_wd_um": 159,
        "initCoreUtil": 0.517,
        "ios": 12,
        "rows": 56,
        "chipArea_mm2": 0.0252,
        "die_h_um": 159,
        "design.core.area_mm2": 0.0238,
    },
    "cells_and_area": {
        "areaGrowthSynthToFinish_pct": 8.18,
        "layout-drive-gt1-share": 0.0777,
        "final-instance-count-excl-fill": 1632,
        "final_core_util": 0.559,
        "fill_cells": 2053,
        "final_area_mm2": 0.0133,
    },
    "power": {
        "power.static_leakage_uw": 0.00540,
        "power.density_cell_area_mw_per_mm2": 268,
        "irDropWorstVdd_mv": 0.171,
        "total_power_uw": 3550,
    },
    "sta": {
        "grt_setup_unrepaired": "no",
        "untimed_endpoints": 25,
        "unclocked_pins": 13,
        "report.final.setup_viol": 0,
        "final_hold_viol_count": 0,
        "max_freq_mhz": 140,
        "final.period_utilization": 0.667,
        "slew-limit-headroom": 0.333,
        "setup_tns_ps": 0,
        "worstMarginPinSlew_ps": 988,
        "drv_slew": 0,
        "final.min_clock_period_ps": 7140,
        "clock_skew_ps": 13.5,
    },
    "worst_hold_path": {
        "worstHoldPathType": "reg2reg",
    },
    "status": {
        "outcome": "complete, no violations",
    },
}
[metrics by stage]
stage	hold WS [ps]	setup WS, ps
after detailed placement	469	3690
final	470	3560
after global routing	508	3080
after global placement	453	3950
after floorplan	416	4580
after CTS	483	3690
[registers in the layout, indices dropped and copies added, names as in the netlist]
register,cells
D1.tk_inp,1
c1.prev_st,24
c1.a,4
c1.out,3
c1.op,1
c1.ct,4
c1.led,1
c1.stop,1
c1.p_state,3
c1.i_state,3
c1.cnt,4
D1.reset,1
c1.path,24
c1.ctr,3
D1.start,1
c1.dt,48
c1.count,4
c1.f_state,3
D1.io_sel,1
[path summary, 6_finish.rpt]
| check | start | to | slack (ps) | cells after the start |
|---|---|---|---|---|
| min reg2reg | c1.led | c1.led | 470 | 2 |
| min | c1.led | c1.led | 470 | 2 |
| max reg2reg | c1.a[2] | c1.dt[6][0] | 3560 | 22 |
| max | c1.a[2] | c1.dt[6][0] | 3560 | 22 |
[layout by cell type, fill, tap and decap left out, types with 6 or more instances in the layout]
master                            count
sky130_fd_sc_hd__nand2_1            102
sky130_fd_sc_hd__nor2b_1             31
sky130_fd_sc_hd__dfxtp_1             29
sky130_fd_sc_hd__nor3_1              35
sky130_fd_sc_hd__a211oi_1             7
sky130_fd_sc_hd__mux2i_1             29
sky130_fd_sc_hd__fa_1                16
sky130_fd_sc_hd__o21bai_1            11
sky130_fd_sc_hd__nand3_1             30
sky130_fd_sc_hd__or2_2                6
sky130_fd_sc_hd__ha_1               146
sky130_fd_sc_hd__nor2_1             105
sky130_fd_sc_hd__nand4_1              9
sky130_fd_sc_hd__o21a_1              11
sky130_fd_sc_hd__edfxtp_1           105
sky130_fd_sc_hd__o22ai_1              9
sky130_fd_sc_hd__mux4_2              20
sky130_fd_sc_hd__xor2_1              29
sky130_fd_sc_hd__and3_1               9
sky130_fd_sc_hd__o211ai_1             8
sky130_fd_sc_hd__clkdlybuf4s50_1     11
sky130_fd_sc_hd__nand3b_1             7
sky130_fd_sc_hd__a221oi_1             8
sky130_fd_sc_hd__a21boi_0             7
sky130_fd_sc_hd__o31ai_1              8
sky130_fd_sc_hd__a21o_1              34
sky130_fd_sc_hd__or3_1               10
sky130_fd_sc_hd__buf_4               22
sky130_fd_sc_hd__xnor2_1             61
sky130_fd_sc_hd__nand2b_1            32
sky130_fd_sc_hd__o21ai_0             48
sky130_fd_sc_hd__and2_1               8
sky130_fd_sc_hd__clkbuf_16           17
sky130_fd_sc_hd__inv_1               90
sky130_fd_sc_hd__a21oi_1             76
sky130_fd_sc_hd__nor4_1              12
[where the power goes]
| group | switching (µW) | internal (µW) | total (µW) |
|---|---|---|---|
| combinational | 1370 | 960 | 2330 |
| clock | 218 | 344 | 561 |
| sequential | 94.3 | 573 | 667 |
| total | 1680 | 1880 | 3550 |
[routing by layer]
layer,GRT usage,routed length (µm),vias to the layer above
li1,-,-,4782
met1,0.495,16400,4642
met2,0.440,15200,490
met3,0.155,4850,67
met4,0.0609,881,2
met5,0.0104,31,-
[logic make-up (layout without fill, tap and decap cells)]
| kind of cell | Yosys count | in the layout | synth area share |
|---|---|---|---|
| adders and majority gates | 162 | 162 | 0.175 |
| other | 0 | 1 | 0 |
| muxes | 56 | 56 | 0.0680 |
| buffers and inverters | 139 | 155 | 0.0477 |
| and+or+nand+nor | 420 | 420 | 0.171 |
| AOI/OAI and AO/OA | 291 | 291 | 0.162 |
| xor gates and xnor gates | 94 | 94 | 0.0717 |
| DFF | 134 | 134 | 0.304 |
[worst min-delay path, cell delays in order (launching register included)]
cell	delay [ps]
sky130_fd_sc_hd__dfxtp_1	330
sky130_fd_sc_hd__nor2_1	50
sky130_fd_sc_hd__nor2_1	60
[area by class of cell]
class / count / area [µm²] / share of cell area
antenna: 1 / 2.50 / 0.000188
clock buffer: 18 / 429 / 0.0323
clock inverter: 14 / 146 / 0.0110
inverter: 90 / 338 / 0.0254
multi-input combinational: 1023 / 7960 / 0.599
sequential: 134 / 3730 / 0.281
tap: 319 / 399 / 0.0301
timing repair buffer: 33 / 275 / 0.0207
Power figures rest on the tool's default switching activity, not on a simulated workload.
